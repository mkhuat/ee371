$ cat run.sh
#!/bin/bash
# OpenROAD 26Q1-2900-gdf79404cd8, Yosys 0.63+post, stock flow scripts
make -C /OpenROAD-flow-scripts/flow DESIGN_CONFIG=/design/flow/config.mk WORK_HOME=/design/flow/orfs finish
$ cat config.mk
export PLATFORM = sky130hd
export DESIGN_NAME = TransmitComm
export DESIGN_NICKNAME = TransmitComm
export VERILOG_FILES = /design/flow/design.v
export SDC_FILE = /design/flow/constraint.sdc
export NUM_CORES = 4
export LEC_CHECK = 1
export CORE_AREA = 10 10 99 99
export DIE_AREA = 0 0 109 109
$ cat constraint.sdc
current_design TransmitComm

set clk_period 2.6
set clk_io_pct 0.2

create_clock -name clk0 -period $clk_period [get_ports {clk}]

set non_clock_inputs [all_inputs -no_clocks]
set_input_delay [expr $clk_period * $clk_io_pct] -clock clk0 $non_clock_inputs
set_output_delay [expr $clk_period * $clk_io_pct] -clock clk0 [all_outputs]
$ cat design.v
module TransmitComm(clk, reset, transmit_en, load, parallel_in, serial_out, char_sent, data);
	input wire clk, reset, transmit_en, load;
	input wire [7:0] parallel_in;  
	output wire serial_out;
	output reg char_sent;
	reg hold, shift, clear;
	reg [3:0] ps, ns;
	output reg [9:0] data;
	reg [3:0] bic;
	reg [3:0] bsc;
	parameter
		INIT = 4'b0000,
		IDLE = 4'b0001,
		TRANSMITTING = 4'b0010,
		BIC_END = 4'b1010,
		BIT_SENT = 4'b1111;
	assign serial_out = data[9];
	always @(*) begin
		ns = ps;
		hold = 1'b0;
		shift = 1'b0;
		clear = 1'b0;
		case (ps)
			INIT:
				begin
					hold = 1'b1;
					clear = 1'b1;
					ns = IDLE;
				end
			IDLE:
				begin
					hold = 1'b1;
					if (transmit_en) begin
							char_sent = 1'b0;
							ns = TRANSMITTING;
					end
				end
			TRANSMITTING:
				begin
					if (bsc == BIT_SENT) shift = 1'b1;		 
					if (bic == BIC_END) char_sent = 1'b1;	 
				end
			default:
				begin
					ns = ps;
					hold = 1'b0;
					shift = 1'b0;
					clear = 1'b0;
				end
		endcase
	end
	always @(posedge clk) begin
		if (hold)
			bsc <= 4'b0000;
		else
			bsc <= bsc + 4'b0001;
	end
	always @(posedge clk) begin
		if (bsc == BIT_SENT)
			bic <= bic + 4'b0001;  
		if (ps == IDLE && ns == TRANSMITTING)
			bic <= 4'b0000;
	end
	always @(posedge clk) begin
		if (shift) begin
			data = data << 1;
			data[0] = 1'b1;
		end
		if (load)
			data = {1'b0, parallel_in, 1'b1};
		else if (clear)
			data = 10'b1111111111;
	end
	always @(posedge clk) begin
		if (reset) begin
			ps <= INIT;
		end else begin
			ps <= ns;
		end
	end
endmodule
==> reports/results.tsv <==
metric	value	unit
setup_tns	0	ps
grt_use_met3	2.03	%
place.gp.congestion	0.753	
synth-xor-area-share	4.07	%
critPathLaunchType	input port	
critical_path.slowest_cell	clkdlybuf4s50_1	
dr.pass1.iters	2	
final_hold_viol_count	0	
mux_share	1.16	%
drive_above_1_share	4.59	%
drv_cap	0	
rsz0062_at_grt	false	
routed_wl	1860	µm
num_vias	634	
setup_violations	0	
netlist_area	861	µm²
antennaDiodeCount	0	
yosys_area	861	µm²
cts_buffers	3	
grtUsageTotal	3.10	%
p_int	0.000500	W
sequentialPowerShare	58.0	%
grt_antenna_before_repair	0	
clk_pin_slew_worst_paths	70	ps
fa_ha_area_share	4.36	%
cts_root_buffer	clkbuf_8	
synth-seq-cells	21	
core_region_area	0.00773	mm²
drc	0	
synthAoiAreaFrac	8.72	%
yosysUniqueCellTypes	25	
top_area_share	27.9	%
die_height	109	µm
fin_skew	1.54	ps
grt_max_degree	18	
post_cts_buffers	0	
critPathMaxStageDelay	780	ps
untimed_endpoints	2	
critical_path_class	input port to flop	
placed_area	0.00119	mm²
drt-initial-drc-count	29	
stdcell_area	0.00123	mm²
wire_per_inst	8.83	µm
htreeDepth	1	
first_global_vias	634	
viasPerCell	3.00	
ir_worst_vdd	0.000229	V
crit_chain	clkdlybuf4s50_1 > nor2_1 > nand2_1	
hp-class	flop to flop	
fmax	584	MHz
drv_slew	0	
ys_warn_count	1	
io_buffers	22	
clockPowerShare	31.4	%
rows	32	
critPathRequiredTime	2530	ps
status	finished, final reports clean	
antenna_left	0	
die_x	109	µm
grt.met1_usage	4.55	%
fin_crit	1710	ps
leakage	0.436	nW
crit_path_max_fanout	17	
synthFlopType	dfxtp_1	
ys_cells	87	
gr-total-overflow	0	
topCombFamilyByArea	simple AND/OR/NAND/NOR gates	
synth.cells.most_frequent	dfxtp_1, nor2_1, o21ai_0	
avgSynthCellArea	9.89	µm²
tightest_slew	499	ps
area_delta_synth_final	43.0	%
slew_headroom	66.6	%
power_frac_comb	10.6	%
synth_cells	87	
hpwl	1460	µm
unclocked_pins	1	
cts.repair.resized	0	
p_sw_share	20.7	%
async_flop_share	0	%
synth.most_common_cell	dfxtp_1	
p_switching	0.000131	W
yosysTopAreaCell	dfxtp_1	
ys_top_cells_by_area	dfxtp_1, edfxtp_1, o21ai_0	
dieArea	0.0119	mm²
cts_tree	built	
edf_count	8	
cp-end-kind	flop	
cp.arrival	1640	ps
synthSimpleGateAreaFrac	19.8	%
finalCritPeriodShare	65.9	%
clock.latency.late_pin	250	ps
met2_usage	3.77	%
powerDensity	512	mW/mm²
fillers	848	
floorplan.core_util	11.1	%
warnings	26	
grt_pass1_wl	2950	µm
busiest_layer	met1	
ios	24	
hold_buffers	0	
clk_path_buf_depth	2	
==> critical path, delay by kind of cell <==
| kind | cells | cell delay (ps) |
|---|---|---|
| AND/OR/NAND/NOR | 2 | 330 |
| buffers and inverters | 1 | 780 |
==> state kept, by name (all words and copies together), names as in the netlist <==
name	count
bsc	4
data	9
ps	3
char_sent	1
bic	4
==> path summary, 6_finish.rpt <==
kind                              from      end  slack, ps  cells past startpoint
worst max-delay path              load  data[7]        890                      3
worst max register to register  bsc[0]  data[7]       1170                      3
worst min register to register  bsc[0]   bsc[0]        450                      1
worst min-delay path            bsc[0]   bsc[0]        450                      1
==> layout by cell type (no fill, tap or decap), types with 2 or more instances in the layout <==
cell type and count:
o21ai_0 10, a21oi_1 5, nand3_1 2, ha_1 3
xor2_1 2, clkbuf_8 3, xnor2_1 2, nand2b_1 2
inv_1 3, nand2_1 9, clkdlybuf4s50_1 22, nor2_1 11
edfxtp_1 8, nand4_1 2, dfxtp_1 12, nor3_1 3
==> cells by family (layout without fill, tap and decap cells) <==
group                      count (synthesis)  in the layout
DFF                                       20             20
other                                      1              1
buffers and inverters                      7             29
muxes                                      1              1
adders and majority gates                  3              3
AOI/OAI and AO/OA                         15             15
latches                                    1              1
and+or+nand+nor                           35             35
xor gates and xnor gates                   4              4
==> layer usage <==
layer,vias up,wire (µm)
met4,0,0
met5,-,0
met2,24,663
met1,265,999
li1,345,-
met3,0,201
==> final cells by class <==
type / count / area (µm²) / area share [%]
Clock inverter: 1 / 3.75 / 0.305
Sequential cell: 21 / 495 / 40.2
Tap cell: 102 / 128 / 10.4
Timing Repair Buffer: 22 / 220 / 17.9
Inverter: 3 / 11.3 / 0.915
Multi-Input combinational cell: 59 / 332 / 26.9
Clock buffer: 3 / 41.3 / 3.35
==> power by group through the flow <==
stage	clock [W]	combinational [W]	sequential, W
after CTS	0.000201	0.0000690	0.000366
final	0.000198	0.0000670	0.000365
after global routing	0.000215	0.0000768	0.000368
==> metrics by stage <==
stage,util (%),power (W),setup WS (ps),std cells,hold slack (ps)
final,15.9,0.000630,888,211,446
after global placement,15.3,0.000441,664,207,443
after floorplan,-,0.000388,1240,87,420
after global routing,15.9,0.000660,769,211,488
after CTS,15.9,0.000636,903,211,449
after detailed placement,15.3,0.000441,611,207,439
No activity file was given, so power comes from the tool's default toggle rates.
